<file path="flow/run.sh">
#!/bin/bash
# OpenROAD 26Q1-2900-gdf79404cd8, Yosys 0.63+post, stock flow scripts
make -C /OpenROAD-flow-scripts/flow DESIGN_CONFIG=/design/flow/config.mk WORK_HOME=/design/flow/orfs finish
</file>
<file path="flow/config.mk">
export PLATFORM = sky130hd
export DESIGN_NAME = mult
export DESIGN_NICKNAME = mult
export VERILOG_FILES = /design/flow/design.v
export SDC_FILE = /design/flow/constraint.sdc
export NUM_CORES = 4
export LEC_CHECK = 1
export CORE_UTILIZATION = 50
</file>
<file path="flow/constraint.sdc">
current_design mult

set clk_period 6.8
set clk_io_pct 0.2

create_clock -name clk0 -period $clk_period

set non_clock_inputs [all_inputs -no_clocks]
set_input_delay [expr $clk_period * $clk_io_pct] -clock clk0 $non_clock_inputs
set_output_delay [expr $clk_period * $clk_io_pct] -clock clk0 [all_outputs]
</file>
<file path="flow/design.v">
module mult (out, a, b);
    parameter WIDTH = 8;
    parameter OUTWIDTH = 16;
    output [OUTWIDTH - 1 : 0] out;
    input [WIDTH - 1 : 0] a, b;
    wire [WIDTH - 1 : 0] a, b;
    wire [OUTWIDTH - 1 : 0] out;
    assign out = a * b;
endmodule
</file>
==> impl_metrics.yaml <==
# synthesis and place-and-route metrics
timing:
  worstMarginPinSlew_ns: 0.389
  fin_crit_ns: 6.65
  maxSlewViolCount: 0
  relSlewSlack: 0.737
  post-route-period-util: 0.978
  final.setup.tns_ns: 0
  finalSetupViolations: 0
  setup_ws_ns: 0.150
  max_freq_mhz: 150
  hold_viol_final: 0
synth:
  yosysCellCount: 243
  synth_area_per_cell_sq_um: 8.67
  ys_top_cells_by_count: "49 x inv_1, 47 x and2_1, 36 x fa_1, 36 x ha_1, 23 x nand2_1"
  synth.distinct_cells: 28
  ys_area_sq_um: 2110
  postSynthSeqShare: 0
  most_common_cell: "inv_1"
  synthCells: 243
  top_area_frac: 0.342
  top_area_cell: "fa_1"
  netlist_area_sq_um: 2110
  synth_warnings: 0
  topCellsByArea: "fa_1 34%, ha_1 21%, and2_1 14%"
worst_setup_path:
  cp_top_family: "adder cells"
  critPathRequiredTime_ns: 5.44
  crit_fanout: 6
  worstPathCellList: "buf_4 -> and2_4 -> fa_1 -> inv_2 -> fa_1 -> inv_2 -> fa_1 -> inv_2 -> fa_1 -> inv_2 -> ha_4 -> and2_4 -> a221oi_4 -> buf_4 -> buf_4 -> nand3_2 -> and3_4 -> a211oi_2 -> clkbuf_2"
  cp_slowest_cell: "fa_1"
  cpPeakStageDelay_ns: 0.55
  cp-end-kind: "output port"
  cp_num_buf_inv: 8
  crit_type: "in -> out"
  worstSetupStartpointType: "input pin"
  crit_arrival_ns: 5.29
global_routing:
  met3_usage: 0.00347
  met1_usage: 0.327
  grt_first_pass_wirelength_um: 7130
  grt_max_degree: 9
  grt_use_met2: 0.366
  antenna_found_initial: 0
  grtUsageTotal: 0.212
  busiest_layer: "met2"
  grt_pass1_vias: 1676
  grt_overflow: 0
floorplan:
  die_area_sq_um: 4480
  fp-utilization: 0.523
  rows: 23
  io_pins: 32
  chipHeight_um: 66.9
  core_sq_um: 4030
  die_w_um: 66.9
placed_design:
  dp_cells: 363
  dpl_cell_area_sq_um: 2780
  gp_congestion: 0.880
  post-place-ws_ns: -0.562
  portBuffers: 32
  dp_hpwl_um: 3740
finish:
  regArea_sq_um: 0
  syn_to_final_growth_pct: 37.4
  design_area_sq_um: 2900
  fin_cells: 369
  drive_gt1_frac: 0.254
  clockBufferCount: 0
  seq_cell_count: 0
  fin_util: 0.719
power:
  switching_share: 0.398
  vdd_drop_max_uv: 265
  p_switching_mw: 0.326
  p_leak_nw: 1.55
  p_clk_frac: 0
  comb_power_share: 1.000
  power_density_nw_per_um2: 283
  seqPwrFrac: 0
  p_int_mw: 0.493
routing:
  dr.pass1.iters: 4
  wl_um: 4200
  viasPerCell: 4.89
  route.antenna.remaining_nets: 0
  diodes: 0
  drt_iter0_drc: 51
  wire_per_inst_um: 11.4
  dr_total_vias: 1806
  drc: 0
worst_hold_path:
  hold_path.class: "in -> out"
job:
  warnings: 34
  maxCapViolCount: 0
status:
  outcome: "finished clean"
tightest hold or removal path, delay by kind of cell:
| kind | cells | cell delay (ns) |
|---|---|---|
| simple gates | 1 | 0.13 |
| buf+inv | 3 | 0.79 |
cells in the final DEF, fill, tap and decap left out, types with 2 or more instances in the layout:
cell type	instances
inv_1	45
buf_4	44
and2_1	43
fa_1	34
ha_1	32
nand2_1	21
clkdlybuf4s50_1	12
xnor2_1	7
buf_2	6
a21oi_1	5
and2_4	5
nor2_1	5
dlygate4sd2_1	5
inv_2	4
o21a_1	4
xor2_1	4
ha_4	4
a211o_1	3
clkdlybuf4s15_2	3
nor3_1	2
nor2b_1	2
o211ai_1	2
nand2_2	2
and3_1	2
o21ai_1	2
fa_2	2
dlymetal6s2s_1	2
kinds of logic (layout without fill, tap and decap cells):
| group | Yosys count | count (layout) | share of synthesized area |
|---|---|---|---|
| compound gates | 23 | 23 | 0.0814 |
| buf+inv | 49 | 125 | 0.0873 |
| fa+ha+maj | 72 | 72 | 0.556 |
| simple gates | 88 | 88 | 0.230 |
| xor+xnor | 11 | 11 | 0.0457 |
metal layers:
metal	vias up	wire length, um
met5	-	0
met4	0	0
met3	0	16
met2	8	2190
met1	878	2000
li1	920	-
metrics by stage:
stage	power [mW]	hold WS, ns
global placement	0.747	3.83
floorplan	0.383	2.79
global route	0.924	3.70
finish	0.819	3.64
CTS	0.787	3.65
detailed placement	0.752	3.83
worst paths after layout:
path,startpoint,end,slack [ns],cells after the start
worst max-delay path,a[4],out[15],0.15,19
worst min-delay path,a[0],out[0],3.64,4
final cells by class:
type,instances,area [sq um]
inverters,49,184
multi-input cells,194,2030
repair buffers,76,617
fillers,342,1130
well taps,50,62.6
power groups by stage:
stage | clock, mW | combinational [mW] | sequential, mW
finish | 0 | 0.819 | 0
global route | 0 | 0.924 | 0
CTS | 0 | 0.787 | 0
what timing repair did:
item | CTS | global route
pin swaps | 19 | 19
setup buffers | 2 | 4
gates resized | 59 | 22
setup endpoints to repair | 9 | 6
hold buffers | 0 | 0
gates cloned | 0 | 0
No activity file was given, so power comes from the tool's default toggle rates.
